===== ./run.sh =====
#!/bin/bash
# OpenROAD 26Q1-2900-gdf79404cd8, Yosys 0.63+post, stock flow scripts
make -C /OpenROAD-flow-scripts/flow DESIGN_CONFIG=/design/flow/config.mk WORK_HOME=/design/flow/orfs finish

===== ./config.mk =====
export PLATFORM = sky130hd
export DESIGN_NAME = BTB
export DESIGN_NICKNAME = BTB
export VERILOG_FILES = /design/flow/design.v
export SDC_FILE = /design/flow/constraint.sdc
export NUM_CORES = 4
export LEC_CHECK = 1
export CORE_UTILIZATION = 30
export SYNTH_MEMORY_MAX_BITS = 65536

===== ./constraint.sdc =====
current_design BTB

set clk_period 296.3
set clk_io_pct 0.2

create_clock -name clk0 -period $clk_period [get_ports {clk}]

set non_clock_inputs [all_inputs -no_clocks]
set_input_delay [expr $clk_period * $clk_io_pct] -clock clk0 $non_clock_inputs
set_output_delay [expr $clk_period * $clk_io_pct] -clock clk0 [all_outputs]

===== ./design.v =====
module BTB #(
    parameter PC_INDEX_WIDTH       =   6
) (
    input               rstn,
    input               clk,
    input               if0_allowin,
    input   [1:0]       inst_btype,
    input   [31:0]      inst_pc,
    input   [31:0]      fetch_pc,
    input   [31:0]      nex_pc,
    output  [31:0]      pred_pc,
    output  [1 :0]      pred_taken,
    input   [31:0]      fact_pc,
    input   [31:0]      fact_tpc, 
    input               fact_taken,
    input               predict_dir_fail,
    input               predict_add_fail
);
        localparam      EASY_STRONG_TAKEN    =   2'b00,
                        EASY_STRONG_NOTAKEN  =   2'b01,
                        EASY_WEAK_TAKEN      =   2'b10,
                        EASY_WEAK_NOTAKEN    =   2'b11,
                        HARD_STRONG_TAKEN    =   2'b00,
                        HARD_STRONG_NOTAKEN  =   2'b01,
                        HARD_WEAK_TAKEN      =   2'b10,
                        HARD_WEAK_NOTAKEN    =   2'b11,
                        IDLE                 =   2'b10,
                        TOP_IDLE             =   2'b00, 
                        TOP_EASY             =   2'b01,
                        TOP_HARD             =   2'b10,
                        TOP_LOCAL            =   2'b11; 
    reg [1:0] EASY_STATE=0,NEXT_EASY_STATE=0;
    reg [1:0] HARD_STATE=0,NEXT_HARD_STATE=0;
    reg [1:0] TOP_STATE=0, NEXT_TOP_STATE=0;
    reg [(1<<PC_INDEX_WIDTH)-1:0]   UMASK=0;
    reg [(1<<PC_INDEX_WIDTH)-1:0]   BMASK=0;
    reg [2:0]                       SCORE=0;
    reg [1:0]                       taken=0;
    reg [1:0]                       btype=0; 
    reg [(PC_INDEX_WIDTH-1):0]      bindex=0;
    wire                            we;
    wire                            hash_we;
    wire                            adv_we;
    wire                            local_we;
    wire [31:0]                     PCAdd;
    wire [PC_INDEX_WIDTH-1:0]       HASH_INDEX;
    wire [PC_INDEX_WIDTH-1:0]       HASH_FACT_INDEX;
    wire [PC_INDEX_WIDTH-1:0]       INDEX;
    wire [PC_INDEX_WIDTH-1:0]       FACT_INDEX;
    wire                            pred_valid;
    wire                            check=(pred_pc!=PCAdd)&&(pred_taken!=2'b00);
    wire [31:0]                     pred_pc_hang;
    wire [1 :0]                     local_taken;
    wire [31:0]                     adv_pred_pc;
    wire [1 :0]                     adv_taken;
    wire                            hit;
    wire                            Bhit; 
    wire                            Uhit;
    wire                            adv_hit;
    wire                            check_Bhit; 
    wire                            check_Uhit;
    wire [1:0]                      check_taken;
    assign we       = fact_taken;
    assign hash_we  = 1'b1;
    assign local_we = predict_add_fail;
    assign adv_we   = fact_taken&&(predict_add_fail||predict_dir_fail);
    assign INDEX=fetch_pc[PC_INDEX_WIDTH+2:3];
    assign FACT_INDEX=fact_pc[PC_INDEX_WIDTH+2:3];
    assign hit=taken==check_taken; 
    assign Bhit=BMASK[INDEX];
    assign Uhit=UMASK[INDEX];
    assign check_Bhit=BMASK[INDEX];
    assign check_Uhit=UMASK[INDEX];
    assign PCAdd     =  fetch_pc[2]?fetch_pc+4:fetch_pc+8;
    assign         pred_taken= adv_hit?adv_taken:2'b00;
    assign         pred_pc   = (pred_taken!=2'b00)?adv_pred_pc:PCAdd;
    BTB_advance u_BTB_advance(
        .rstn           ( rstn        ),
        .clk            ( clk         ),
        .fetch_pc       ( fetch_pc    ),
        .pred_pc        ( adv_pred_pc ),
        .pred_taken     ( adv_taken   ),
        .fact_taken     ( fact_taken  ),
        .fact_pc        ( fact_pc     ),
        .fact_tpc       ( fact_tpc    ),
        .predict_dir_fail(predict_dir_fail),
        .predict_add_fail(predict_add_fail),
        .hit            ( adv_hit)
    );
    always @(posedge clk or negedge rstn) begin
        if(!rstn)begin
            btype<=0;
            bindex<=0;
        end else begin
            btype<=inst_btype;
            bindex<=inst_pc[PC_INDEX_WIDTH+2:3];
        end
    end
    always @(posedge clk or negedge rstn) begin
        if(!rstn)begin
            UMASK<=0;
        end else begin
            if(check_Uhit==1&&!btype[0])UMASK<=0;
            else if(btype[0])begin
                UMASK[INDEX]<=1;
            end
        end
    end
    always @(posedge clk or negedge rstn) begin
        if(!rstn)begin
            BMASK<=0;
        end else begin
            if(check_Bhit==1&&btype!=2'b00)BMASK[bindex]<=0;
            else if(btype!=2'b00)begin
                BMASK[bindex]<=1;
            end
        end
    end
endmodule
module BTB_advance #(
    parameter   INDEX_WIDTH = 8,
                TAG_WIDTH   = 8
) (
    input               rstn,
    input               clk,
    input   [31:0]      fetch_pc,
    output  [31:0]      pred_pc,
    output  [1 :0]      pred_taken,
    output              hit,
    input   [31:0]      fact_pc,
    input   [31:0]      fact_tpc, 
    input               fact_taken,
    input               predict_dir_fail,
    input               predict_add_fail
);
    reg [1:0]   taken_table     [(1<<INDEX_WIDTH)-1:0];
    reg [TAG_WIDTH-1:0]tag_table[(1<<INDEX_WIDTH)-1:0];
    reg [31:0]  guess_table     [(1<<INDEX_WIDTH)-1:0];
    wire[INDEX_WIDTH-1:0]       hash_index;
    wire[INDEX_WIDTH-1:0]       fact_hash_index;
    wire[TAG_WIDTH-1  :0]       tag,fact_tag;
    wire[1:0]                   wtaken;
    wire                        we;
    assign hash_index        =   fetch_pc[INDEX_WIDTH+2:3];
    assign fact_hash_index   =   fact_pc[INDEX_WIDTH+2:3];
    assign tag               =   fetch_pc[TAG_WIDTH+INDEX_WIDTH+2:INDEX_WIDTH+3];
    assign fact_tag          =   fact_pc [TAG_WIDTH+INDEX_WIDTH+2:INDEX_WIDTH+3];
    assign wtaken            =   fact_taken?(fact_pc[2]?2'b10:2'b01):2'b00;
    assign we                =   (predict_dir_fail|predict_add_fail);
    assign pred_pc           =   guess_table[hash_index];
    assign pred_taken        =   taken_table[hash_index];
    assign hit               =   tag_table[hash_index]==tag;
    integer i;
    initial begin
        for(i=0; i<(1<<INDEX_WIDTH); i=i+1) begin
            taken_table[i] = 0;
            guess_table[i] = 0;
        end
    end
    always @(posedge clk) begin
        if(we)begin
            taken_table[fact_hash_index]<=wtaken;
            guess_table[fact_hash_index]<=fact_tpc;
            tag_table  [fact_hash_index]<=fact_tag;
        end
    end
endmodule

==> impl_metrics.toml <==
# flow metrics
[placement]
post-place-ws_ps = 167850
portBuffers = 118
dp.final_hpwl_um = 665000
placed_cell_area_sq_um = 439000
place_congestion = 0.883

[routing]
vias_per_cell = 4.97
wl_um = 1100000
ant_nets = 0
wl_per_cell_um = 29.8
drt_iter0_markers = 13183
drt_drc_violations_left = 0
vias = 184225
dr.pass1.iters = 5

[global_routing]
grt_first_pass_wirelength_um = 1540000
globalRouteOverflowTotal = 0
first_global_vias = 204892
use_met2_pct = 26.2
grt_use_met3_pct = 15.7
track_usage_pct = 17.2
grt_busiest_layer = "met2"
antenna_found_initial = 95
grt_max_degree = 131
grt_util_met1_pct = 15.6

[yosys]
topCellsByArea = "edfxtp_1 (79%), mux4_2 (18%), mux2i_1 (0.52%)"
avgSynthCellArea_sq_um = 25.1
synth_area_sq_um = 410000
yosys_warnings = 2
ys_area_sq_um = 410000
synth_flops = 10752
common_cells = "edfxtp_1 (10752), mux4_2 (3282), clkbuf_1 (420)"
syn_inst = 16314
ys_cells = 16314
ys.flop_type = "edfxtp_1"
top_area_cell = "edfxtp_1"
synth.distinct_cells = 71
synth-edff-count = 10752
synth_seq_share_pct = 78.7
synth_top_area_share_pct = 78.7
synth_top_cell_by_count = "edfxtp_1"
async_flop_share_pct = 0

[pwr]
p_leak_nw = 142
p_clk_share_pct = 40.9
netSwitchingFraction_pct = 21.4
ir_worst_vdd_mv = 0.00476
seq_power_share_pct = 53.7
internal-power_mw = 2.46
pwr-share-comb_pct = 5.4
power_density_nw_per_um2 = 6.61
net-switching-power_mw = 0.668

[floorplanning]
initCoreUtil_pct = 30.1
dieArea_sq_um = 1370000
coreArea_sq_um = 1360000
io_pins = 202
rows = 429
dieWidth_um = 1170
die_h_um = 1170

[critical_path]
cp-end-kind = "output port"
slowest_stage = "buf_4"
worstPathMaxFanout = 40
crit_buf_inv = 11
cp.arrival_ps = 68880
path_common_cell = "buf_4"
cp.required_ps = 237040
startpoint_type = "primary input"
path_cells = "buf_16, buf_4, buf_4, buf_4, buf_4, buf_4, buf_4, buf_4, buf_4, buf_4, mux4_2, mux4_2, mux4_2, mux4_2, mux2_2, clkdlybuf4s50_1"
worstSetupPathType = "in2out"
max_stage_delay_ps = 720
crit_family = "buffers and inverters"

[sta]
finalSetupViolCount = 0
worstMarginPinSlew_ps = 1470
rsz0062_at_grt = "no"
maxSlewHeadroom_pct = 1.97
tns_ps = 0
hold_viol = 0
drv_slew = 0
fin_ws_ps = 168160
fmax_ghz = 0.00780
period_used_pct = 43.2
min_period_ps = 128140

[worst_hold_path]
whs_path_depth = 1
hold_path_end = "u_BTB_advance.guess_table[235][20]"
min_from = "fact_tpc[20]"
min_path_type = "in2reg"

[clock_tree]
clockRootBuffer = "clkbuf_16"
clock_sinks = 10752
cts_tree = "done"
ctsLongestPathBuffers = 5
cts-resized-gates = 0
htree_levels = 7
postCtsHoldBufs = 0
numCtsBuffers = 1060
post_cts_buffers = 0
path_clk_slew_ps = 60

[final_layout]
area_growth_pct = 15.4
n_fill_cell = 122772
stdcell_area_sq_um = 473000
drive_gt1_share_pct = 32.8

[run]
warnings = 146
max_cap_viol_count = 0

[status]
status = "finished clean"
area by class of cell:
class,count,area [sq um],share of cell area (%)
Antenna cell,598,1500,0.316
Clock buffer,1339,28300,5.98
Clock inverter,542,4230,0.893
Inverter,10,57.6,0.0122
Multi-Input combinational cell,4669,85200,18.0
Sequential cell,10752,323000,68.2
Tap cell,18102,22600,4.79
Timing Repair Buffer,1023,8450,1.79
worst max path at each step:
stage	start	end	slack, ps	cells after the start
5_1_grt	fetch_pc[3]	pred_pc[15]	167290	16
6_report	fetch_pc[3]	pred_pc[27]	168160	16
4_1_cts	fetch_pc[3]	pred_pc[27]	167830	16
flip-flops by register name, summed over array words and instances, names as in the netlist:
register                   flops
u_BTB_advance.guess_table   8192
u_BTB_advance.taken_table    512
u_BTB_advance.tag_table     2048
routing by layer:
metal	part of all wire (%)	vias up
li1	-	74480
met1	27	94691
met2	48	13163
met3	20	1829
met4	4.8	62
met5	0.16	-
logic make-up after synthesis:
kind of cell	after synthesis	synth area share, %
xor gates and xnor gates	33	0.0705
AOI/OAI and AO/OA	460	0.782
muxes	3564	18.7
buffers and inverters	893	1.03
adders and majority gates	1	0.00305
DFF	10752	78.7
and+or+nand+nor	611	0.649
through the flow:
step	hold slack [ps]	utilization (%)	cells	power (mW)
final	58500	34.7	37035	3.13
after global placement	59650	32.2	34556	1.88
after detailed placement	59660	32.2	34556	1.88
after floorplan	59360	-	16314	1.79
after CTS	58460	34.6	36437	3.15
after global routing	58490	34.7	36942	3.21
layout by cell type (no fill, tap or decap), types with 50 or more instances in the layout:
master,synthesis,final
nor2_4,0,259
mux4_2,3282,3282
diode_2,0,598
mux2_2,67,67
bufinv_16,0,50
clkinv_1,2,250
clkdlybuf4s50_1,0,70
nand2_1,152,132
a21oi_1,88,88
clkinv_2,0,153
buf_4,53,886
mux2i_1,215,215
clkbuf_16,0,1095
clkbuf_1,420,244
a22oi_1,162,162
edfxtp_1,10752,10752
power groups by stage:
stage	sequential [mW]	combinational [mW]	clock (mW)
CTS	1.68	0.168	1.30
global route	1.68	0.179	1.36
finish	1.68	0.168	1.28
Power and IR drop assume default switching activity.
