`/design/flow/run.sh`:
```
#!/bin/bash
# OpenROAD 26Q1-2900-gdf79404cd8, Yosys 0.63+post, stock flow scripts
make -C /OpenROAD-flow-scripts/flow DESIGN_CONFIG=/design/flow/config.mk WORK_HOME=/design/flow/orfs finish
```
`/design/flow/config.mk`:
```
export PLATFORM = sky130hd
export DESIGN_NAME = DualPortRAM
export DESIGN_NICKNAME = DualPortRAM
export VERILOG_FILES = /design/flow/design.v
export SDC_FILE = /design/flow/constraint.sdc
export NUM_CORES = 4
export LEC_CHECK = 1
export CORE_UTILIZATION = 40
export SYNTH_MEMORY_MAX_BITS = 65536
```
`/design/flow/design.v`:
```
module DualPortRAM
  #(parameter DATA_WIDTH = 32,
    parameter ADDR_WIDTH = 8)
  (input wire clk,
   input wire [ADDR_WIDTH-1:0] readAddrA,
   input wire [ADDR_WIDTH-1:0] readAddrB,
   input wire [ADDR_WIDTH-1:0] writeAddr,
   input wire [DATA_WIDTH-1:0] writeData,
   input wire writeEnable,
   output  [DATA_WIDTH-1:0] readDataA,
   output  [DATA_WIDTH-1:0] readDataB);
  reg [DATA_WIDTH-1:0] memory [(1<<ADDR_WIDTH)-1:0];
  integer i;
  initial begin
    for(i=0; i<(1<<ADDR_WIDTH); i=i+1) begin
      memory[i] = 0;
    end
  end
  always @(posedge clk) begin
    if (writeEnable) begin
      memory[writeAddr] <= writeData;
    end
  end
  assign readDataA = memory[readAddrA];
  assign readDataB = memory[readAddrB];
endmodule
```
`/design/flow/constraint.sdc`:
```
current_design DualPortRAM

set clk_period 31.9
set clk_io_pct 0.2

create_clock -name clk0 -period $clk_period [get_ports {clk}]

set non_clock_inputs [all_inputs -no_clocks]
set_input_delay [expr $clk_period * $clk_io_pct] -clock clk0 $non_clock_inputs
set_output_delay [expr $clk_period * $clk_io_pct] -clock clk0 [all_outputs]
```
==> out/qor.csv <==
stage;metric;value;unit
detailed_routing;Pre-antenna DRT Iters;6;
power;Comb power frac;9.4;%
die;Core Rows;357;
worst_setup_path;critical path cell sequence;buf_16 > buf_12 > buf_4 > buf_4 > buf_4 > buf_4 > buf_12 > buf_4 > mux2i_1 > o221ai_1 > a21oi_1 > nor3_1 > buf_4 > nor3_1 > buf_4 > buf_4 > nor4_2 > clkdlybuf4s50_1;
logic_synthesis;Post-Syn Area;380000;um2
logic_synthesis;top cells by area;edfxtp_1 65%, mux4_2 21%, mux2i_1 3.8%, a22oi_1 1.3%, a21oi_1 1.1%;
place;DP HPWL;961;mm
logic_synthesis;Top-area cell share;64.7;%
grt;global-route wire length before repair;2030;mm
detailed_routing;Routed wire per std cell;43.6;um
clocking;hold buffer count at cts;0;
layout;synth-to-layout area growth;13.3;%
grt;GRT overflow;0;
layout;most flop-heavy register;memory;
layout;Fillers;78200;
final_timing;period utilization;67.4;%
worst_setup_path;Critical Path Start Type;primary input;
detailed_routing;Detailed Route Iter0 Violations;17900;
clocking;clock tree from TritonCTS;built;
grt;initial antenna violation count;175;
die;Die ar.;954000;um2
die;Die W;977;um
power;net switching power;5.80;mW
layout;register area;246000;um2
layout;layout cells sized above 1;31.8;%
grt;GRT Overall Usage;34.3;%
layout;logic area;128000;um2
job;max cap viols;2;
grt;vias in the first global route;247000;
power;Pwr Density;55.5;nW/um2
worst_setup_path;Worst path max stage delay;1.21;ns
worst_setup_path;Crit path required time;25.52;ns
final_timing;RSZ-0062 raised after global routing;false;
clocking;Worst-path clk slew;0.06;ns
final_timing;worst hold slack;5.59;ns
clocking;Clock Sinks;8192;
worst_setup_path;most used cell, CP;buf_4;
layout;post-layout util;45.5;%
die;IO Pins;122;
final_timing;relative slew slack;-3.70;%
power;LEAKAGE;134;nW
clocking;CTS buffer count;871;
layout;max reg flops;8192;
logic_synthesis;Mean Syn Cell Area;19.0;um2
place;GP Congestion;1.02;
logic_synthesis;#FFs+latches synth;8192;
die;Pre-Place Util;40.2;%
detailed_routing;Post-DRT Antenna Nets;0;
logic_synthesis;Unique cell types;71;
worst_setup_path;Crit Path Class;in2out;
die;die y size;977;um
logic_synthesis;yosys warns;1;
power;part of the power in registers;49.6;%
power;Int Pwr;18.1;mW
layout;Largest regs;memory (8192);
logic_synthesis;cell accounting for the most synthesized area;edfxtp_1;
final_timing;Max Transition Viols Final;4;
logic_synthesis;post-synthesis instance total;20000;
clocking;Post-CTS Resized;0;
detailed_routing;vias per std cell;6.68;
power;worst vdd ir;0.0473;mV
power;Net Sw Frac;24.2;%
die;core footprint;946000;um2
clocking;postcts setup bufs;0;
min_path;Worst Hold Class;in2reg;
clocking;CTS max path bufs;5;
logic_synthesis;synthesis area per yosys;380000;um2
final_timing;final hold violations;0;
logic_synthesis;sequential area share after synthesis;64.7;%
worst_setup_path;critical path data arrival time;15.12;ns
worst_setup_path;Worst setup EP type;output pin;
job;tool warning count;27;
final_timing;Worst Max-Slew Pin Slew;1.53;ns
place;# port buffers;121;
clocking;root cell of the clock tree;clkbuf_16;
logic_synthesis;number of flops mapped to enable cells by yosys;8192;
worst_setup_path;CP Max Fanout;74;
detailed_routing;Vias;230000;
layout;Top Layout Cells;8192 x edfxtp_1, 3470 x mux4_2, 1457 x buf_4;
power;Total Power;23.9;mW
final_timing;Peak Freq;46.5;MHz
grt;largest net degree at the start of global routing;81;
detailed_routing;routed wire length;1500;mm
layout;highest-count logic cell in the final layout;edfxtp_1;
logic_synthesis;ys async rst share;0;%
worst_setup_path;Crit-path slowest cell;nor3_1;
final_timing;# setup viols final;0;
logic_synthesis;prevailing post-synth register cell;edfxtp_1;
final_timing;Sum Neg Setup Slack;0;ns
status;failing checks;capacitance limit, slew limit;
place;placed insts;32400;
detailed_routing;Residual DRC;0;
final_timing;Period minus WS final;21.50;ns
power;Clk pwr share;41.0;%
clocking;H-Tree Depth;6;
logic_synthesis;yosys stat cell total;20000;
layout;Non-Filler Instances;34400;
status;outcome;complete, but fails checks;
[cells in the mapped netlist, drive strengths merged (23+ instances only)]
cell type / n
nor4: 130
mux2i: 1438
a21oi: 809
nand4: 49
nand3: 58
a211oi: 218
edfxtp: 8192
o21ai: 322
mux2: 164
buf: 896
clkbuf: 816
o32ai: 24
or3: 35
a22o: 66
o22ai: 572
o221ai: 362
nand2: 266
nor4b: 23
nor3: 379
a211o: 55
and3: 25
nor2: 501
mux4: 3471
a221oi: 263
a22oi: 645
[power by group through the flow]
stage	Clock, mW	Combinational [mW]	Sequential, mW
CTS	9.88	2.16	11.9
global route	10.2	2.29	11.9
finish	9.81	2.24	11.9
[through the flow]
stage          cell area (um2)  setup slack, ns
5_1_grt                 431000            10.04
4_1_cts                 430000            10.40
2_1_floorplan           380000            16.95
3_5_place_dp            403000            10.45
6_report                431000            10.40
3_3_place_gp            403000            10.43
[worst max-delay path, delay by kind of cell]
kind | cells | cell delay, ns
mux | 1 | 0.19
simple gates | 3 | 2.03
compound gates | 2 | 0.37
buf+inv | 12 | 5.61
[cells by family (layout without fill, tap and decap cells)]
| logic type | after synthesis | count (layout) | synth area share, % |
|---|---|---|---|
| AOI/OAI and AO/OA | 3432 | 3432 | 6.15 |
| buffers and inverters | 1720 | 3156 | 2.38 |
| and+or+nand+nor | 1544 | 1544 | 1.93 |
| DFF | 8192 | 8192 | 64.7 |
| other | 0 | 421 | 0 |
| muxes | 5073 | 5073 | 24.8 |
[final cells by class]
cell class / instances / share of cell area (%)
Clock inverter: 465 / 0.900
Sequential cell: 8192 / 57.1
Inverter: 8 / 0.0174
Antenna cell: 421 / 0.244
Timing Repair Buffer: 1613 / 3.03
Clock buffer: 1070 / 5.28
Multi-Input combinational cell: 10000 / 29.8
Tap cell: 12600 / 3.65
[routing by layer]
metal,track usage (%),up-vias,wire length (um)
li1,-,89200,-
met1,33.1,115000,396000
met4,17.6,358,103000
met2,44.1,20600,626000
met5,18.4,-,19800
met3,35.0,4027,353000
[path summary, 6_finish.rpt]
kind | startpoint | to | cells after the start
max | readAddrB[0] | readDataB[1] | 18
min | writeData[31] | memory[13][31]$_DFFE_PP_ | 1
No activity file was given, so power comes from the tool's default toggle rates.
