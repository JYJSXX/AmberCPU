==> design/flow/design.v <==
module victim_dcache#(
    parameter TAG_WIDTH = 20,
    parameter INDEX_WIDTH = 6
)
(
    input clk,
    input rstn,
    input [TAG_WIDTH+INDEX_WIDTH-1:0] r_tag,
    output victim_hit,
    output [511:0] data_out,
    input [TAG_WIDTH+INDEX_WIDTH-1:0] w_tag,
    input we,
    input [511:0] data_in
);
    localparam COUNTER_WIDTH = 1;
    localparam CAPACITY = 2;  
    wire [CAPACITY-1:0] hit;
    wire [COUNTER_WIDTH-1:0] hit_index;
    assign hit_index = hit[0] ? 0 : (hit[1] ? 1 : 0);
    wire [INDEX_WIDTH-1:0] windex;
    wire [TAG_WIDTH-1:0] wtag;
    wire victim_valid;
    assign wtag = w_tag[TAG_WIDTH+INDEX_WIDTH-1:INDEX_WIDTH];
    assign windex = w_tag[INDEX_WIDTH-1:0];
    wire [INDEX_WIDTH-1:0] rindex;
    wire [TAG_WIDTH-1:0] rtag;
    assign rtag = r_tag[TAG_WIDTH+INDEX_WIDTH-1:INDEX_WIDTH];
    assign rindex = r_tag[INDEX_WIDTH-1:0];
    reg [26:0] tag [0:CAPACITY-1];
    reg [511:0] data [0:CAPACITY-1];
    wire [CAPACITY-1:0] valid;
    genvar i;
    generate
        for (i = 0; i < CAPACITY; i = i + 1) begin: tag_reg
            assign valid[i] = tag[i][26];
        end
    endgenerate
    reg [COUNTER_WIDTH-1:0] counter;
    generate
        for(i = 0; i < CAPACITY; i = i + 1) begin: hit_gen
            assign hit[i] = valid[i] && (tag[i][25:0] == r_tag[25:0]);
        end
    endgenerate
    assign victim_hit = |hit;
    assign data_out = |hit ? data[hit_index] : 0;
    reg we_pre;
    reg we_now;
    wire counter_we;
    always @(posedge clk) begin
        if(!rstn) begin
            we_pre <= 0;
            we_now <= 0;
        end
        else begin
            we_pre <= we_now;
            we_now <= we;
        end
    end
    assign counter_we = we_now && !we_pre;
    integer j;
    always @(posedge clk) begin
        if(!rstn) begin
            counter <= 0;
            for(j = 0; j < CAPACITY; j = j + 1) begin
                tag[j] <= 0;
                data[j] <= 0;
            end
        end
        else if(counter_we) begin
            counter <= counter + 1;
            tag[counter] <= {1'b1, w_tag};
            data[counter] <= data_in;
        end
    end
    function integer funclog2;
        input integer value;
        begin
            value = value-1;
            for (funclog2=0; value>0; funclog2=funclog2+1)
                value = value>>1;
        end
    endfunction
endmodule
==> design/flow/run.sh <==
#!/bin/bash
# OpenROAD 26Q1-2900-gdf79404cd8, Yosys 0.63+post, stock flow scripts
make -C /OpenROAD-flow-scripts/flow DESIGN_CONFIG=/design/flow/config.mk WORK_HOME=/design/flow/orfs finish
==> design/flow/config.mk <==
export PLATFORM = sky130hd
export DESIGN_NAME = victim_dcache
export DESIGN_NICKNAME = victim_dcache
export VERILOG_FILES = /design/flow/design.v
export SDC_FILE = /design/flow/constraint.sdc
export NUM_CORES = 4
export LEC_CHECK = 1
export CORE_AREA = 10 10 528 528
export DIE_AREA = 0 0 538 538
==> design/flow/constraint.sdc <==
current_design victim_dcache

set clk_period 646.3
set clk_io_pct 0.2

create_clock -name clk0 -period $clk_period [get_ports {clk}]

set non_clock_inputs [all_inputs -no_clocks]
set_input_delay [expr $clk_period * $clk_io_pct] -clock clk0 $non_clock_inputs
set_output_delay [expr $clk_period * $clk_io_pct] -clock clk0 [all_outputs]
==> summary.txt <==
Here are the numbers from the latest Yosys + OpenROAD run.

The full die area came out at ~290000 um2. The final timing report gives a worst setup slack of 382.27 ns. The routed layout reports a DRC error count of 0.

Relative to the synthesized area, the layout overhead comes to 34.9%. The via count of the first global-routing pass came out at about 36000. Headroom to the max-slew limit came out at 0.270. The area fraction of the dominant cell type after synthesis is 0.621. Once synthesis finished, the tally of register bits stood at approximately 1100.

The number of maximum-capacitance violations recorded for the run is 0. The accumulated negative setup slack came out at 0 ns. Logged for this run, the post-placement worst setup slack is between 300 and 400 ns. The first global-routing pass estimated between 200 and 300 mm of wire. Setup repair after global routing left no endpoint under its margin. The slew at the pin with the worst max-slew slack came out at between 1 and 1.5 ns. The total I/O pin count came out at around 1100. The cell sitting at the root of the clock tree is a clkbuf_16.

Hold timing on the final database bottoms out at a slack of 0.453 ns. By area the synthesized netlist is led by edfxtp_1, and2_1, mux2i_1, nand4_1, inv_1. The number of hold violations in the final report came out at 0. The number of resized instances in the post-cts repair step is 0. The number of synthesized flops with an enable pin is 1076. Per the CTS log, the buffer count on the longest clock path is 3. For this run, the leading register cell type out of synthesis is edfxtp_1. The yosys stat cell total is 4127.

For the worst-skew pair, the clock arrives at the later sink with an insertion delay of 0.77 ns. The worst flop-to-flop path startpoint is we_now. Per the TritonCTS log, the buffer count is 130. Dividing the detail-routed via count by the number of cells gives ~4.0. The register share after synthesis is 0.623. The final HPWL from detailed placement came out at about 140 mm. The initial core utilization is 0.194. TritonCTS built the clock tree.

The area inside the core boundary came out at about 270000 um2. The cell sequence reported for the critical path is clkdlybuf4s50_1, xnor2_1, nand4_1, nor4_2, buf_4, buf_4, buf_4, buf_4, buf_4, nand4_1, mux2i_1, clkdlybuf4s50_1. After floorplanning, the core was divided into between 150 and 200 placement rows.

The endpoint kind of the worst setup timing path is a primary output. The number of OpenROAD warnings is 27. The total via count in the routed design came out at between 30000 and 40000. The synthesized chip area reported by yosys came out at 52000 um2. The number of buffer cells added on primary ports came out at approximately 1100. The number of fill cells in the layout came out at around 27000.

The most frequent cell after synthesis is and2_1. The peak fanout along the critical path came out at between 70 and 80. The maximum clock rate is roughly 3.8 MHz. The run finished with clean final reports. The final period demand of the worst path came out at 264.03 ns. The remaining antenna violation count after routing is 0. The total area of multi-input combinational cells is between 15000 and 20000 um2. The total congestion overflow after global routing came out at 0. Note that the worst hold path type here is flop to flop. The total routing resource utilization after global routing is 0.135. The total routed wirelength is a little under 200 mm.

The worst setup path is launched from an input pin. The sink count of the clock tree came out at 1081. The final number of setup-violating endpoints is 0.

The registers of the reported paths see a clock transition of ~0.060 ns. The data required time at the worst endpoint came out at between 500 and 600 ns. STA puts the critical path data arrival time at around 130 ns. The async set-reset flop share out of synthesis is 0. Synthesis produced a netlist whose cell count is slightly above 4000. On the worst path, the slowest cell contributes a delay of 0.75 ns.

The register with the most flip-flops in the layout has between 1000 and 1500 of them. The clock skew after layout came out at 0.0345 ns. The post-synth design cell area is a little over 50000 um2.

By count the netlist is led by and2_1, edfxtp_1, nand4_1, inv_1, mux2i_1. Per the final report, max-transition violations number 0. The static power due to leakage came out at around 28 nW. The number of antenna violations at the first check in global routing came out at 90.

The layout cell share with drive strength beyond 1 came out at 0.0528. The critical path is of the input pin to primary output type. The average instance in the mapped netlist occupies around 13 um2. The post-CTS repair timing setup buffer count came out at 0. The synthesized netlist contains 23 unique library cells. According to the floorplan report, the die height is 538 um.

For the worst min-delay path, the startpoint reported by OpenROAD is we_now. The synthesis report lists the Yosys warning total as 1. The area taken by flip-flops and latches is about 32000 um2. The number of DRC violations after detailed-routing iteration 0 came out at roughly 2300.

The number of iterations in the first detailed-routing pass came out at 5. The detail-routed net length per standard cell came out at 22.5 um. The largest net degree at the start of global routing came out at 99. The worst VDD IR drop from the latest analysis is ~0.0025 mV.

The post-route core utilization came out at 0.262. The total power divided by cell area is ~2.3 nW/um2. The die is 538 um wide. The total of hold buffers inserted after clock tree synthesis is 0.

The critical path's slowest stage uses the library cell buf_4. In the finished design, the share of the clock period the worst path needs comes to 0.409. The number of H-tree levels is 4.

Per STA, the startpoint of the critical path is r_tag[11]. The final RePlAce weighted congestion is roughly 0.95. The most prevalent standard cell on the critical path is buf_4. edfxtp_1 takes more of the synthesized area than any other cell.
layer usage:
| layer | global-route usage | share of wire | up-vias | wire length, um |
|---|---|---|---|---|
| met5 | 0 | 0.0021 | - | 409 |
| met4 | 0.0412 | 0.035 | 68 | 6980 |
| met3 | 0.0789 | 0.14 | 315 | 26900 |
| met2 | 0.198 | 0.44 | 1532 | 86300 |
| met1 | 0.171 | 0.39 | 17000 | 76500 |
| li1 | - | - | 16400 | - |
power breakdown:
group	switching (W)	internal [W]	leakage [nW]
Sequential	0.00000108	0.0000811	11.3
Clock	0.0000305	0.0000402	1.98
Combinational	0.00000537	0.00000440	14.9
Total	0.0000370	0.000126	28.2
worst max-delay path, delay by kind of cell:
family / cells / cell delay (ns)
buffers and inverters: 7 / 4.29
XOR/XNOR: 1 / 0.14
multiplexers: 1 / 0.21
AND/OR/NAND/NOR: 3 / 0.57
area by class of cell:
cell class,instances,area share
multi-input cells,2187,0.225
well taps,3552,0.0633
repair buffers,1163,0.163
flip-flops and latches,1081,0.462
clock buffers,158,0.0483
clock inverters,66,0.00974
diodes,37,0.00132
inverters,512,0.0274
kinds of logic after synthesis:
kind of cell	count (synthesis)	share of synthesized area
and+or+nand+nor	1621	0.195
DFF	1081	0.623
buffers and inverters	859	0.0742
muxes	512	0.0986
xor gates and xnor gates	52	0.00876
AOI/OAI and AO/OA	2	0.000289
layout by cell type (no fill, tap or decap), types with 3 or more instances in the layout:
cell type        instances
diode_2                 37
edfxtp_1              1076
clkdlybuf4s50_1       1079
clkbuf_1                26
xor2_1                  14
and2_1                1078
xnor2_1                 38
inv_1                  512
buf_4                   82
mux2i_1                512
nand2_1                  4
clkbuf_16              131
inv_16                   4
dfxtp_1                  5
clkinv_8                 4
inv_6                    6
nand4_1                523
clkinv_2                20
clkinv_1                16
clkinv_16                3
nor4_1                   3
bufinv_16                6
clkinvlp_4               5
nor2b_1                  3
path summary, 6_finish.rpt:
| path | to | slack (ns) | cells past startpoint |
|---|---|---|---|
| max | data_out[218] | 382.27 | 12 |
| max reg2reg | data[1][204] | 641.35 | 8 |
| min | we_pre | 0.45 | 1 |
| min reg2reg | we_pre | 0.45 | 1 |
stage by stage:
stage | cell area, um2 | cells | power [W]
floorplan | 52000 | 4127 | 0.0000896
global placement | 66000 | 8495 | 0.0000935
detailed placement | 66000 | 8495 | 0.0000935
CTS | 70100 | 8719 | 0.000165
global route | 70100 | 8738 | 0.000169
finish | 70200 | 8756 | 0.000163
Power figures rest on the tool's default switching activity, not on a simulated workload.
